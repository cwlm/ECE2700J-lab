==> flow/design.v <==
module divider2Hz(
           input clk,
           input reset,
           output reg nclk
       );
reg [25:0] number;
initial begin
    number = 1;
    nclk = 0;
end
always @(posedge clk or posedge reset) begin
    if(reset) begin
        number <= 1;
        nclk <= 0;
    end
    else if (number == 50000000) begin
        number <= 1;
        nclk <= ~ nclk;
    end
    else begin
        number <= number + 1;
        nclk <= 0;
    end
end
endmodule
==> flow/run.sh <==
#!/bin/bash
# OpenROAD 26Q1-2900-gdf79404cd8, Yosys 0.63+post, stock flow scripts
make -C /OpenROAD-flow-scripts/flow DESIGN_CONFIG=/design/flow/config.mk WORK_HOME=/design/flow/orfs finish
==> flow/config.mk <==
export PLATFORM = sky130hd
export DESIGN_NAME = divider2Hz
export DESIGN_NICKNAME = divider2Hz
export VERILOG_FILES = /design/flow/design.v
export SDC_FILE = /design/flow/constraint.sdc
export NUM_CORES = 4
export LEC_CHECK = 1
export CORE_AREA = 10 10 96 96
export DIE_AREA = 0 0 106 106
==> flow/constraint.sdc <==
current_design divider2Hz

set clk_period 3.2
set clk_io_pct 0.2

create_clock -name clk0 -period $clk_period [get_ports {clk}]

set non_clock_inputs [all_inputs -no_clocks]
set_input_delay [expr $clk_period * $clk_io_pct] -clock clk0 $non_clock_inputs
set_output_delay [expr $clk_period * $clk_io_pct] -clock clk0 [all_outputs]
==> metrics.cfg <==
[placement]
port_buffers=2
place.gp.congestion=0.770
hpwl_um=1750
place_inst=233
pre_cts_ws_ns=1.06
place_area_um2=1500

[timing]
fin_ws_ns=1.04
hold_violations=0
final.setup.tns_ns=0
setup_viol=0
slew_viol_final=0
rsz0062_at_grt=no
slew_headroom=0.393
tightest_slew_ns=0.902
whs_ns=0.437
period_needed_ns=2.16
finalClockPeriodUsage=0.674
timing.fmax_ghz=0.464
fin_skew_ns=0.00284

[clock_network]
ctsResizeCount=0
cts_root_buf=clkbuf_8
cts.sinks=27
post_cts_buffers=0
worstSkewPairLatency_ns=0.27
cts.path.max_buffers=2
path_clk_slew_ns=0.09
htree_levels=1
cts_buffers=3
cts_tree=yes
ctsHoldBuffers=0

[setup_path]
rr_startpoint=number[0]
worstPathRequired_ns=3.39
critPathLaunchType=flop
cp_max_fo=7
crit_chain=nand4_1 -> or4b_1 -> or4_1 -> a21oi_1
r2r_slack_ns=1.04
critPathBufInv=0
critPathTopFamily=simple AND/OR/NAND/NOR gates
slowest_stage=or4b_1
arrival_ns=2.35
critPathLaunch=number[0]
criticalPathCategory=reg2reg
crit_path_end_kind=flop
crit_path_max_incr_delay_ns=0.63

[grt]
grt-ovfl-total=0
grt_pass1_vias=1007
antenna_found_initial=0
grt_usage=0.0473
grt_max_degree=28
grt_pass1_wl_um=4570

[routing]
drt-vias-per-instance=4.12
vias=977
drc=0
routed_wl_um=2520
drtIter0Drc=55
drtAntennaViolNets=0
n_antenna_cell=0
wl_per_cell_um=10.6
dr.pass1.iters=4

[logic_synthesis]
synthesis.area_um2=1370
synth-edff-count=0
yosys-top-cells-area=dfrtp_1 (47%), xnor2_1 (6.4%), xor2_1 (3.8%)
syn_inst=136
synth_cell_types=32
synthArstFlopShare=1.00
synth_flop_count=27
yosysMostFrequentCell=dfrtp_1
yosysTopAreaCellShare=0.474
yosysWarnings=1
ys.flop_type=dfrtp_1
ys_cells=136
synth_chip_area_um2=1370
synth_seq_share=0.493
common_cells=dfrtp_1 (26), xnor2_1 (10), nand2_1 (9)
avgSynthCellArea_um2=10.1
largest_area_cell=dfrtp_1

[flow_run]
max_cap_viol_count=0
warning_count=27

[worst_hold_path]
min_from=nclk
hold_path.class=reg2reg

[finish]
finalNonFillerCells=237
regArea_um2=677
fin_util=0.215
fill_cells=798
area_growth_pct=12.8
drive_above_1_share=0.0652
logic_area_um2=657
fin_area_um2=1550

[power]
p_leak_nw=0.615
powerDensity_nw_per_um2=347
p_seq_frac=0.634
power.internal_mw=0.432
power_mw=0.537
ir_worst_vdd_mv=0.228
swShare=0.196
power_frac_clock=0.350
p_comb_frac=0.016
switchingPower_mw=0.106

[die]
die_x_um=106
pin_count=3
row_count=31
dieArea_um2=11200
core_um2=7210
die_h_um=106
fp_util=0.190

[status]
status=finished, final reports clean

[final cells by class]
| type | count | share of cell area |
|---|---|---|
| Multi-Input combinational cell | 99 | 0.424 |
| Clock buffer | 4 | 0.0291 |
| Inverter | 5 | 0.0121 |
| Timing Repair Buffer | 3 | 0.0178 |
| Tap cell | 99 | 0.0800 |
| Sequential cell | 27 | 0.437 |
[placed cells by master (no fill, tap or decap), drive strengths merged]
cell / count
a21bo: 1
a21oi: 8
a31o: 1
and2: 1
and3: 3
and4: 3
buf: 1
clkbuf: 4
clkdlybuf4s50: 2
dfrtp: 26
dfstp: 1
ha: 3
inv: 5
nand2: 9
nand2b: 3
nand3: 7
nand3b: 1
nand4: 8
nor2: 8
nor2b: 2
nor3: 3
nor4: 5
nor4b: 2
nor4bb: 1
o21ai: 4
o31ai: 2
or3: 5
or4: 2
or4b: 1
xnor2: 10
xor2: 6
[path summary, 6_finish.rpt]
kind                               to  cells past startpoint
min reg2reg                      nclk                      1
min in group asynchronous  number[15]                      3
max in group asynchronous   number[0]                      3
max reg2reg                number[23]                      4
max                        number[23]                      4
min                              nclk                      1
[per-layer routing]
layer	vias up	global-route usage	routed length [um]
met5	-	0	0
met4	0	0.00484	27
met3	2	0.0116	84
met2	15	0.0764	1170
met1	474	0.0653	1240
li1	486	-	-
[worst reg2reg max path, cell delays in order, from the launching register on]
cell and delay [ns]:
dfstp_2 0.59, nand4_1 0.17, or4b_1 0.63, or4_1 0.54
a21oi_1 0.15
[flip-flops by register name, summed over array words and instances, names as in the netlist]
signal,flops
number,26
nclk,1
[power by group through the flow]
stage	combinational, mW	clock, mW	sequential [mW]
6_report	0.00851	0.188	0.341
5_1_grt	0.0100	0.214	0.341
4_1_cts	0.00913	0.197	0.341
[cell families (layout without fill, tap and decap cells)]
logic type,count (synthesis),count (layout),synth area share
flops,27,27,0.493
xor+xnor,16,16,0.102
fa+ha+maj,3,3,0.0273
simple gates,64,64,0.281
buf+inv,10,12,0.0291
compound gates,16,16,0.0683
