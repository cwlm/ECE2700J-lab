**/design/flow/config.mk**
```make
export PLATFORM = sky130hd
export DESIGN_NAME = roller
export DESIGN_NICKNAME = roller
export VERILOG_FILES = /design/flow/design.v
export SDC_FILE = /design/flow/constraint.sdc
export NUM_CORES = 4
export LEC_CHECK = 1
export CORE_AREA = 10 10 92 92
export DIE_AREA = 0 0 102 102
```
**/design/flow/design.v**
```verilog
module roller(
           input wire P, clk_2Hz, rst,
           output reg [3:0] R3, R2, R1, R0        
       );
reg [3:0] num1 [0:11];
reg [3:0] num2 [0:11];
reg [3:0] pos [0:3];           
integer i;
initial begin
    num1[0] = 4'h5;
    num1[1] = 4'h2;
    num1[2] = 4'h3;
    num1[3] = 4'h3;
    num1[4] = 4'h7;
    num1[5] = 4'h0;
    num1[6] = 4'h9;
    num1[7] = 4'h1;
    num1[8] = 4'h0;
    num1[9] = 4'h2;
    num1[10] = 4'h1;
    num1[11] = 4'h7;
    num2[0] = 4'h5;
    num2[1] = 4'h2;
    num2[2] = 4'h3;
    num2[3] = 4'h3;
    num2[4] = 4'h7;
    num2[5] = 4'h0;
    num2[6] = 4'h9;
    num2[7] = 4'h1;
    num2[8] = 4'h0;
    num2[9] = 4'h2;
    num2[10] = 4'h1;
    num2[11] = 4'h8;
    pos[0] = 4'h0;
    pos[1] = 4'h1;
    pos[2] = 4'h2;
    pos[3] = 4'h3;
end
always @(posedge clk_2Hz) begin
    if (rst) begin
        pos[0] = 4'h0;
        pos[1] = 4'h1;
        pos[2] = 4'h2;
        pos[3] = 4'h3;
    end
    else for (i = 0; i <= 3; i = i + 1) begin
        pos[i] = pos[i] + 1;
        if (pos[i] == 12) begin
            pos[i] = 0;  
        end
    end
end
always @(*) begin
    if (P) begin
        R3 = num1[pos[0]];
        R2 = num1[pos[1]];
        R1 = num1[pos[2]];
        R0 = num1[pos[3]];
    end
    else begin
        R3 = num2[pos[0]];
        R2 = num2[pos[1]];
        R1 = num2[pos[2]];
        R0 = num2[pos[3]];
    end
end
endmodule
```
**/design/flow/run.sh**
```bash
#!/bin/bash
# OpenROAD 26Q1-2900-gdf79404cd8, Yosys 0.63+post, stock flow scripts
make -C /OpenROAD-flow-scripts/flow DESIGN_CONFIG=/design/flow/config.mk WORK_HOME=/design/flow/orfs finish
```
**/design/flow/constraint.sdc**
```tcl
current_design roller

set clk_period 1.3
set clk_io_pct 0.2

create_clock -name clk0 -period $clk_period [get_ports {clk_2Hz}]

set non_clock_inputs [all_inputs -no_clocks]
set_input_delay [expr $clk_period * $clk_io_pct] -clock clk0 $non_clock_inputs
set_output_delay [expr $clk_period * $clk_io_pct] -clock clk0 [all_outputs]
```
==> summary.log <==
[yosys] per-instance average area after synthesis 8.64 µm²
[critical_path] crit start category flop
[floorplan] Die Span Y 102 µm
[critical_path] category of cells accounting for the largest share of critical-path delay flip-flops
[drt] via count 1224
[clocking] total number of H-tree levels 1
[layout] most frequent logic cell in the layout buf_4
[critical_path] slowest cell delay on critical path 0.34 ns
[timing] minimum hold slack 0.508 ns
[yosys] Basic Gates by Area 19.1%
[drt] routed length on met3 98 µm
[clocking] clock transition at the registers of the reported paths 0.06 ns
[critical_path] launch instance of the worst register-to-register path pos[3][0]$_SDFF_PP1_
[drt] vias per inst 4.28
[worst_hold_path] cell depth of the worst min-delay path 1
[global_routing] remaining global-route overflow 0
[layout] post-route core utilization 35.1%
[critical_path] r2r worst-path depth 8
[clocking] clock tree from TritonCTS built
[outcome] run status finished with violations
[global_routing] pin count of the biggest net entering global routing 17
[clocking] root buffer selected by CTS clkbuf_8
[clocking] worst-case clock buffer depth 2
[outcome] violated checks negative setup slack
[timing] RSZ-0062 raised after global routing yes
[placement] final weighted congestion in routability-driven placement 0.742
[worst_hold_path] hold-critical path endpoint pos[1][0]$_SDFF_PP1_
[timing] Final Hold Violation Tally 0
[global_routing] first-pass GRT wire length 5300 µm
[worst_hold_path] worst min-delay path startpoint pos[1][0]$_SDFF_PP1_
[timing] final worst path period share 118%
[critical_path] slowest cell on the critical path dfxtp_2
[critical_path] cells along the critical path buf_6 > inv_6 > ha_4 > mux2i_1 > nand2_1 > o21a_1 > buf_2
[pwr] power density relative to cell area 776 nW/µm²
[pwr] Lkg Pwr 0.000917 µW
[yosys] main kind of combinational logic by area adder cells
[timing] post-layout min period 1.53 ns
[yosys] compound-gate portion of the synthesized area 13.4%
[drt] top layer reached by signal wires met4
[yosys] yosys warns 2
[drt] Antenna Diode Count 0
[clocking] total CTS buffers 3
[drt] count of antenna-violating nets left after detailed routing 0
[critical_path] required time at the worst-slack endpoint 1.04 ns
[clocking] number of clock sinks 16
[clocking] later-pin clock latency in the skew report 0.24 ns
[layout] post-synthesis to final-layout area growth 74.8%
[layout] number of flip-flops in the largest register 16
[floorplan] chip area 10400 µm²
[worst_hold_path] min-delay worst type flop to flop
[critical_path] maximum fanout along the worst path 4
[placement] post-placement cell area 1790 µm²
[yosys] post-synth cell types 26
[yosys] adder share 23.2%
[layout] share of post-route cells with drive strength above 1 57.9%
[timing] clk_skew 0.000492 ns
[floorplan] count of boundary I/O pins 19
[timing] worst-case setup margin in the final layout -0.230 ns
[yosys] MUX area fraction 10.8%
[yosys] area of the mapped netlist 1300 µm²
[timing] Setup violations, final 17
[timing] TNS Setup -2.71 ns
[drt] average detailed-routed wire length per instance 10.6 µm
[global_routing] initial antenna violation count 0
[critical_path] data arrival time of the critical path 1.27 ns
[floorplan] initial core utilization 20.1%
[floorplan] overall die width 102 µm
[yosys] XOR/XNOR share of the synthesized area 0%
[yosys] number of cell instances after yosys synthesis 150
[yosys] flip-flop and latch count after synthesis 16
[yosys] register area share after synthesis 24.7%
[floorplan] number of placement rows 29
[critical_path] reg2reg setup slack -0.12 ns
[floorplan] total core area 6460 µm²
[drt] number of iterations in the first detailed-routing pass 4
[timing] normalized max-slew margin 77.5%
[timing] slew at the pin closest to its max-slew limit 0.337 ns
[critical_path] endpoint of the most critical register-to-register path pos[3][3]$_SDFF_PP0_
[run] tool warning count 47
[global_routing] vias in the first global route 1205
[drt] wire length the detailed router placed on met1 1500 µm
[timing] top achievable clock speed 654 MHz
[critical_path] buffering stage count on the worst path with inverters included 3
[yosys] post-synthesis chip area from yosys 1300 µm²
[critical_path] crit path kind flop to output pin
[global_routing] aggregate global-route resource usage 5.91%
[yosys] Mapped Cells 150
[placement] Port Buffer Count 18
[pwr] maximum vdd drop 0.554 mV
[critical_path] nature of the critical path endpoint output pin
[run] max-cap violations 0
[drt] number of design-rule violations left by the first detailed-router iteration 58
[placement] final HPWL from detailed placement 2030 µm
[layout] finished layout cell area 2270 µm²
[placement] post-placement worst setup slack -0.650 ns
[timing] number of max-slew violations in the final report 0
[drt] routed length on met2 1390 µm
[drt] DR DRC count 0
[drt] total detailed-routing wirelength 3040 µm
[layout] layout filler cell count 610
[layout] most common logic cells in the final layout buf_4, buf_6, ha_4, buf_2, mux2i_1
routing by layer:
layer / track usage (%) / up-vias
met5: 0 / -
met1: 7.86 / 577
met3: 0.954 / 5
met4: 0.976 / 0
li1: - / 626
met2: 10.0 / 16
what timing repair did:
| item | 4_1_cts | 5_1_grt |
|---|---|---|
| resized | 125 | 33 |
| hold buffers | 0 | 0 |
| buffers inserted | 11 | 5 |
| pin swaps | 11 | 20 |
| endpoints found under the setup margin | 27 | 25 |
through the flow:
step | cells | total power, µW
6_report | 286 | 1760
5_1_grt | 286 | 1910
4_1_cts | 283 | 1680
3_5_place_dp | 270 | 1180
3_3_place_gp | 270 | 1170
2_1_floorplan | 150 | 861
cells in the mapped netlist (all sizes together):
cell | instances | area share, %
a211oi | 3 | 1.7
a21o | 3 | 1.7
a21oi | 9 | 3.5
a31oi | 1 | 0.48
buf | 10 | 4.7
dfxtp | 16 | 25
ha | 24 | 23
inv | 14 | 4.1
mux2i | 14 | 11
nand2 | 8 | 2.3
nand2b | 4 | 1.9
nand3 | 7 | 2.7
nand3b | 7 | 4.1
nand4b | 1 | 0.68
nor2 | 4 | 1.2
nor2b | 2 | 0.97
nor3 | 1 | 0.39
nor3b | 6 | 3.5
o211ai | 2 | 1.2
o21a | 2 | 1.2
o21ai | 8 | 3.1
o21bai | 1 | 0.58
or2 | 3 | 1.4
where the power goes:
group	internal, µW	total, µW	switching, µW
logic	461	788	327
registers	541	607	65.6
clock network	205	364	159
total	1210	1760	551
cell type report:
| cell class | count | area, µm² | area share [%] |
|---|---|---|---|
| Tap cell | 77 | 96.3 | 4.25 |
| Timing Repair Buffer | 66 | 554 | 24.5 |
| Clock buffer | 3 | 41.3 | 1.82 |
| Inverter | 14 | 75.1 | 3.31 |
| Sequential cell | 16 | 338 | 14.9 |
| Multi-Input combinational cell | 110 | 1160 | 51.2 |
cell families (layout without fill, tap and decap cells):
family / after synthesis / after routing
and+or+nand+nor: 43 / 43
AOI/OAI and AO/OA: 29 / 29
adders and majority gates: 24 / 24
buffers and inverters: 24 / 83
DFF: 16 / 16
muxes: 14 / 14
how the worst max path moves through the flow:
stage / startpoint / end / slack, ns / cells past startpoint
CTS: pos[3][1]$_SDFF_PP1_ / R0[1] / -0.23 / 7
global route: pos[3][1]$_SDFF_PP1_ / R0[1] / -0.34 / 7
finish: pos[3][1]$_SDFF_PP1_ / R0[1] / -0.23 / 7
Power figures rest on the tool's default switching activity, not on a simulated workload.
