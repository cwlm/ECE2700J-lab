## config.mk

```make
export PLATFORM = sky130hd
export DESIGN_NAME = main
export DESIGN_NICKNAME = main
export VERILOG_FILES = /design/flow/design.v
export SDC_FILE = /design/flow/constraint.sdc
export NUM_CORES = 4
export LEC_CHECK = 1
export CORE_AREA = 10 10 70 70
export DIE_AREA = 0 0 80 80
```

## run.sh

```bash
#!/bin/bash
# OpenROAD 26Q1-2900-gdf79404cd8, Yosys 0.63+post, stock flow scripts
make -C /OpenROAD-flow-scripts/flow DESIGN_CONFIG=/design/flow/config.mk WORK_HOME=/design/flow/orfs finish
```

## constraint.sdc

```tcl
current_design main

set clk_period 4.9
set clk_io_pct 0.2

create_clock -name clk0 -period $clk_period

set non_clock_inputs [all_inputs -no_clocks]
set_input_delay [expr $clk_period * $clk_io_pct] -clock clk0 $non_clock_inputs
set_output_delay [expr $clk_period * $clk_io_pct] -clock clk0 [all_outputs]
```

## design.v

```verilog
module DIG_Add
#(
    parameter Bits = 1
)
(
    input [(Bits-1):0] a,
    input [(Bits-1):0] b,
    input c_i,
    output [(Bits - 1):0] s,
    output c_o
);
   wire [Bits:0] temp;
   assign temp = a + b + c_i;
   assign s = temp [(Bits-1):0];
   assign c_o = temp[Bits];
endmodule
module \4b_add  (
  input a3,
  input a2,
  input a1,
  input a0,
  input b3,
  input b2,
  input b1,
  input b0,
  output S3,
  output S2,
  output S1,
  output S0,
  output Cout
);
  wire s4;
  wire s5;
  wire s6;
  DIG_Add #(
    .Bits(1)
  )
  DIG_Add_i0 (
    .a( a0 ),
    .b( b0 ),
    .c_i( 1'b0 ),
    .s( S0 ),
    .c_o( s6 )
  );
  DIG_Add #(
    .Bits(1)
  )
  DIG_Add_i1 (
    .a( a1 ),
    .b( b1 ),
    .c_i( s6 ),
    .s( S1 ),
    .c_o( s5 )
  );
  DIG_Add #(
    .Bits(1)
  )
  DIG_Add_i2 (
    .a( a2 ),
    .b( b2 ),
    .c_i( s5 ),
    .s( S2 ),
    .c_o( s4 )
  );
  DIG_Add #(
    .Bits(1)
  )
  DIG_Add_i3 (
    .a( a3 ),
    .b( b3 ),
    .c_i( s4 ),
    .s( S3 ),
    .c_o( Cout )
  );
endmodule
module \4b_or  (
  input a3,
  input a2,
  input a1,
  input a0,
  input b3,
  input b2,
  input b1,
  input b0,
  output S3,
  output S2,
  output S1,
  output S0,
  output Cout
);
  assign Cout = 1'b0;
  assign S0 = (a0 | b0);
  assign S1 = (a1 | b1);
  assign S2 = (a2 | b2);
  assign S3 = (a3 | b3);
endmodule
module \4b_and  (
  input a3,
  input a2,
  input a1,
  input a0,
  input b3,
  input b2,
  input b1,
  input b0,
  output S3,
  output S2,
  output S1,
  output S0,
  output Cout
);
  assign Cout = 1'b0;
  assign S0 = (a0 & b0);
  assign S1 = (a1 & b1);
  assign S2 = (a2 & b2);
  assign S3 = (a3 & b3);
endmodule
module \4b_sub  (
  input a3,
  input a2,
  input a1,
  input a0,
  input b3,
  input b2,
  input b1,
  input b0,
  output S3,
  output S2,
  output S1,
  output S0,
  output Cout
);
  wire s4;
  wire s5;
  wire s6;
  wire s7;
  wire s8;
  wire s9;
  wire s10;
  assign s10 = ~ b0;
  assign s8 = ~ b1;
  assign s6 = ~ b2;
  assign s4 = ~ b3;
  DIG_Add #(
    .Bits(1)
  )
  DIG_Add_i0 (
    .a( a0 ),
    .b( s10 ),
    .c_i( 1'b1 ),
    .s( S0 ),
    .c_o( s9 )
  );
  DIG_Add #(
    .Bits(1)
  )
  DIG_Add_i1 (
    .a( a1 ),
    .b( s8 ),
    .c_i( s9 ),
    .s( S1 ),
    .c_o( s7 )
  );
  DIG_Add #(
    .Bits(1)
  )
  DIG_Add_i2 (
    .a( a2 ),
    .b( s6 ),
    .c_i( s7 ),
    .s( S2 ),
    .c_o( s5 )
  );
  DIG_Add #(
    .Bits(1)
  )
  DIG_Add_i3 (
    .a( a3 ),
    .b( s4 ),
    .c_i( s5 ),
    .s( S3 ),
    .c_o( Cout )
  );
endmodule
module mux1b2x1 (
  input a,
  input b,
  input s,
  output Out
);
  assign Out = ((a & ~ s) | (b & s));
endmodule
module mux5b4x2 (
  input a3,
  input b3,
  input a2,
  input b2,
  input a1,
  input b1,
  input a0,
  input b0,
  input c3,
  input d3,
  input c2,
  input d2,
  input c1,
  input d1,
  input c0,
  input d0,
  input s,
  input ac,
  input bc,
  input cc,
  input dc,
  output outa3,
  output outa2,
  output outa1,
  output outa0,
  output outb3,
  output outb2,
  output outb1,
  output outb0,
  output outac,
  output outbc
);
  mux1b2x1 mux1b2x1_i0 (
    .a( a3 ),
    .b( b3 ),
    .s( s ),
    .Out( outa3 )
  );
  mux1b2x1 mux1b2x1_i1 (
    .a( a2 ),
    .b( b2 ),
    .s( s ),
    .Out( outa2 )
  );
  mux1b2x1 mux1b2x1_i2 (
    .a( a1 ),
    .b( b1 ),
    .s( s ),
    .Out( outa1 )
  );
  mux1b2x1 mux1b2x1_i3 (
    .a( a0 ),
    .b( b0 ),
    .s( s ),
    .Out( outa0 )
  );
  mux1b2x1 mux1b2x1_i4 (
    .a( c3 ),
    .b( d3 ),
    .s( s ),
    .Out( outb3 )
  );
  mux1b2x1 mux1b2x1_i5 (
    .a( c2 ),
    .b( d2 ),
    .s( s ),
    .Out( outb2 )
  );
  mux1b2x1 mux1b2x1_i6 (
    .a( c1 ),
    .b( d1 ),
    .s( s ),
    .Out( outb1 )
  );
  mux1b2x1 mux1b2x1_i7 (
    .a( c0 ),
    .b( d0 ),
    .s( s ),
    .Out( outb0 )
  );
  mux1b2x1 mux1b2x1_i8 (
    .a( ac ),
    .b( bc ),
    .s( s ),
    .Out( outac )
  );
  mux1b2x1 mux1b2x1_i9 (
    .a( cc ),
    .b( dc ),
    .s( s ),
    .Out( outbc )
  );
endmodule
module mux5b2x1 (
  input a3,
  input b3,
  input a2,
  input b2,
  input a1,
  input b1,
  input a0,
  input b0,
  input s,
  input ac,
  input bc,
  output out3,
  output out2,
  output out1,
  output out0,
  output outc
);
  mux1b2x1 mux1b2x1_i0 (
    .a( a3 ),
    .b( b3 ),
    .s( s ),
    .Out( out3 )
  );
  mux1b2x1 mux1b2x1_i1 (
    .a( a2 ),
    .b( b2 ),
    .s( s ),
    .Out( out2 )
  );
  mux1b2x1 mux1b2x1_i2 (
    .a( a1 ),
    .b( b1 ),
    .s( s ),
    .Out( out1 )
  );
  mux1b2x1 mux1b2x1_i3 (
    .a( a0 ),
    .b( b0 ),
    .s( s ),
    .Out( out0 )
  );
  mux1b2x1 mux1b2x1_i4 (
    .a( ac ),
    .b( bc ),
    .s( s ),
    .Out( outc )
  );
endmodule
module mux5b4x1 (
  input a3,
  input b3,
  input a2,
  input b2,
  input a1,
  input b1,
  input a0,
  input b0,
  input s1,
  input c3,
  input d3,
  input c2,
  input d2,
  input c1,
  input d1,
  input c0,
  input d0,
  input s0,
  input ac,
  input bc,
  input cc,
  input dc,
  output out1,
  output out2,
  output out3,
  output out0,
  output outc
);
  wire s2;
  wire s3;
  wire s4;
  wire s5;
  wire s6;
  wire s7;
  wire s8;
  wire s9;
  wire s10;
  wire s11;
  mux5b4x2 mux5b4x2_i0 (
    .a3( a3 ),
    .b3( b3 ),
    .a2( a2 ),
    .b2( b2 ),
    .a1( a1 ),
    .b1( b1 ),
    .a0( a0 ),
    .b0( b0 ),
    .c3( c3 ),
    .d3( d3 ),
    .c2( c2 ),
    .d2( d2 ),
    .c1( c1 ),
    .d1( d1 ),
    .c0( c0 ),
    .d0( d0 ),
    .s( s0 ),
    .ac( ac ),
    .bc( bc ),
    .cc( cc ),
    .dc( dc ),
    .outa3( s2 ),
    .outa2( s3 ),
    .outa1( s4 ),
    .outa0( s5 ),
    .outb3( s6 ),
    .outb2( s7 ),
    .outb1( s8 ),
    .outb0( s9 ),
    .outac( s10 ),
    .outbc( s11 )
  );
  mux5b2x1 mux5b2x1_i1 (
    .a3( s2 ),
    .b3( s6 ),
    .a2( s3 ),
    .b2( s7 ),
    .a1( s4 ),
    .b1( s8 ),
    .a0( s5 ),
    .b0( s9 ),
    .s( s1 ),
    .ac( s10 ),
    .bc( s11 ),
    .out3( out3 ),
    .out2( out2 ),
    .out1( out1 ),
    .out0( out0 ),
    .outc( outc )
  );
endmodule
module main (
  input a3,
  input b3,
  input a2,
  input b2,
  input a1,
  input b1,
  input a0,
  input b0,
  input s1,
  input s0,
  output out0,
  output out1,
  output out2,
  output out3,
  output outc
);
  wire s2;
  wire s3;
  wire s4;
  wire s5;
  wire s6;
  wire s7;
  wire s8;
  wire s9;
  wire s10;
  wire s11;
  wire s12;
  wire s13;
  wire s14;
  wire s15;
  wire s16;
  wire s17;
  wire s18;
  wire s19;
  wire s20;
  wire s21;
  \4b_add  \4b_add_i0 (
    .a3( a3 ),
    .a2( a2 ),
    .a1( a1 ),
    .a0( a0 ),
    .b3( b3 ),
    .b2( b2 ),
    .b1( b1 ),
    .b0( b0 ),
    .S3( s2 ),
    .S2( s3 ),
    .S1( s4 ),
    .S0( s5 ),
    .Cout( s6 )
  );
  \4b_or  \4b_or_i1 (
    .a3( a3 ),
    .a2( a2 ),
    .a1( a1 ),
    .a0( a0 ),
    .b3( b3 ),
    .b2( b2 ),
    .b1( b1 ),
    .b0( b0 ),
    .S3( s7 ),
    .S2( s8 ),
    .S1( s9 ),
    .S0( s10 ),
    .Cout( s11 )
  );
  \4b_and  \4b_and_i2 (
    .a3( a3 ),
    .a2( a2 ),
    .a1( a1 ),
    .a0( a0 ),
    .b3( b3 ),
    .b2( b2 ),
    .b1( b1 ),
    .b0( b0 ),
    .S3( s12 ),
    .S2( s13 ),
    .S1( s14 ),
    .S0( s15 ),
    .Cout( s16 )
  );
  \4b_sub  \4b_sub_i3 (
    .a3( a3 ),
    .a2( a2 ),
    .a1( a1 ),
    .a0( a0 ),
    .b3( b3 ),
    .b2( b2 ),
    .b1( b1 ),
    .b0( b0 ),
    .S3( s17 ),
    .S2( s18 ),
    .S1( s19 ),
    .S0( s20 ),
    .Cout( s21 )
  );
  mux5b4x1 mux5b4x1_i4 (
    .a3( s2 ),
    .b3( s17 ),
    .a2( s3 ),
    .b2( s18 ),
    .a1( s4 ),
    .b1( s19 ),
    .a0( s5 ),
    .b0( s20 ),
    .s1( s1 ),
    .c3( s12 ),
    .d3( s7 ),
    .c2( s13 ),
    .d2( s8 ),
    .c1( s14 ),
    .d1( s9 ),
    .c0( s15 ),
    .d0( s10 ),
    .s0( s0 ),
    .ac( s6 ),
    .bc( s21 ),
    .cc( s16 ),
    .dc( s11 ),
    .out1( out1 ),
    .out2( out2 ),
    .out3( out3 ),
    .out0( out0 ),
    .outc( outc )
  );
endmodule
```

==> results.env <==
POST_CTS_HOLD_BUFFER_COUNT=0
POWER.COMBINATIONAL.FRACTION_PCT=100.0
WORSTSETUPENDPOINTTYPE='output port'
YS_TOP_CELLS_BY_AREA='sky130_fd_sc_hd__fa_1 36%, sky130_fd_sc_hd__inv_1 12%, sky130_fd_sc_hd__mux2i_1 12%, sky130_fd_sc_hd__ha_1 11%, sky130_fd_sc_hd__o21ai_0 4.4%'
SEQ_CELLS=0
MAPPEDNETLISTAREA_UM2=338
FIRST_GLOBAL_VIAS=287
YS_TYPES=14
VIAS_PER_CELL=3.00
GLOBALROUTE.TOTALOVERFLOW=0
CLOCK_POWER_SHARE_PCT=0
POST_SYNTH.CELL_AREA_AVG_UM2=8.45
MIN_TCLK_POST_ROUTE_PS=4670
PATH_CLASS='primary input to output port'
PWR_DENSITY_CELL_mW_PER_MM2=89.3
NUM_ROWS=21
DRT-PASS1-ITER-COUNT=4
YOSYSWARNINGS=0
FINISH_STAGE_SETUP_VIOLS=0
IO_PINS=15
ITER_0_DRT_VIOLATIONS=18
DRCVIOLATIONCOUNT=0
SYN_INST=40
DPL.HPWL_UM=758
ANTENNA_LEFT=0
GRT_START_MAX_NET_PINS=10
POWER.NET_SWITCHING_mW=0.0190
CRIT_SHARE_POST_ROUTE_PCT=95.3
SYNTH-SEQ-AREA-SHARE_PCT=0
PLACE_WORST_SETUP_SLACK_PS=226
TIMING.CRITICAL_PATH.ARRIVAL_PS=3690
LAYOUT_AREA_OVERHEAD_PCT=56.7
PLACEMENT.IO_BUFFERS=15
TRACK_USAGE_PCT=2.63
TNS_PS=0
LAYOUT-DRIVE-GT1-SHARE_PCT=3.77
MAX_SLEW.WORST_PIN.SLEW_PS=397
TIMING.HOLD.WORST.CLASS='primary input to output port'
DIE_Y_UM=80
STATIC-LEAKAGE-POWER_nW=0.236
GRT_SETUP_UNREPAIRED='no'
INTERNAL_POWER_mW=0.0282
FINAL_CRITICAL_PATH_SETUP_SLACK_PS=233
REQUIRED_PS=3920
POWER_SWITCHING_SHARE_PCT=40.3
PLACE_INST=99
CRITICAL_PATH.MAX_FANOUT=2
GRT_FIRST_PASS_WIRELENGTH_UM=1380
TOTAL_CELL_AREA_REPORTED_BY_YOSYS_AFTER_SYNTHESIS_UM2=338
IRDROPWORSTVDD_uV=41.6
ROUTED_WL_UM=821
DIE_X_UM=80
GPL.FINAL_WEIGHTED_CONGESTION=0.737
NETLIST.AREA_LEADER.SHARE_PCT=35.6
DETAIL_ROUTED_NET_LENGTH_PER_STANDARD_CELL_UM=8.29
TOOL_WARNINGS=34
SLEW_VIOL_FINAL=0
ANTENNA-DIODE-COUNT=0
CLOCK.FMAX_GHz=0.214
CAP_VIOL_MAX_COUNT=0
SYNTH-CELLS-YOSYS=40
CORE_UTIL_FLOORPLAN_PCT=9.89
RELSLEWSLACK_PCT=73.5
FINAL_CELL_COUNT_NO_FILL=99
SYNTH.CELLS.MOST_FREQUENT='11 x sky130_fd_sc_hd__inv_1, 6 x sky130_fd_sc_hd__fa_1, 4 x sky130_fd_sc_hd__mux2i_1'
CTS_POST_SETUP_BUFFERS_INSERTED=0
ANTENNA_VIOLATIONS_BEFORE_REPAIR=0
RUN_STATUS='completed'
CTS_REPAIR_RESIZE_COUNT=0
DETAILROUTE.VIA_COUNT=297
DESIGN.CORE.AREA_MM2=0.00342
FINALCOREUTILIZATION_PCT=15.5
LAYOUT.CLOCK_BUFFERS=0
CRITPATHLAUNCHTYPE='primary input'
SEQUENTIALPOWERSHARE_PCT=0
TOP_AREA_CELL='sky130_fd_sc_hd__fa_1'
MOST_FREQUENTLY_USED_CELL_TYPE_IN_THE_POST_SYNTHESIS_NETLIST='sky130_fd_sc_hd__inv_1'
FINALHOLDVIOLATIONS=0
LAYOUT.AREA.SEQ_UM2=0
DIE-AREA_MM2=0.00640
-- routing by layer --
metal / vias to the layer above / routed length [µm] / global-route usage, % / share of wire, %
li1: 153 / - / - / -
met1: 134 / 454 / 4.37 / 55
met2: 10 / 343 / 3.69 / 42
met3: 0 / 23 / 0.227 / 2.8
met4: 0 / 0 / 0 / 0
met5: - / 0 / 0 / 0
-- final cells by class --
cell class | count | area, µm²
timing repair buffer | 15 | 150
inverter | 11 | 41.3
multi-input combinational | 27 | 280
fill | 398 | 2890
tap | 46 | 57.6
-- worst paths after layout --
kind	start	endpoint	slack (ps)	cells after the start
min	a1	out1	3000	4
max	a0	out3	230	10
-- placed cells by master (no fill, tap or decap), types with 2 or more instances in the layout --
master,count
sky130_fd_sc_hd__o22ai_1,2
sky130_fd_sc_hd__clkdlybuf4s50_1,15
sky130_fd_sc_hd__nor2_1,3
sky130_fd_sc_hd__o21ai_0,3
sky130_fd_sc_hd__fa_1,6
sky130_fd_sc_hd__a21oi_1,2
sky130_fd_sc_hd__ha_1,3
sky130_fd_sc_hd__inv_1,11
sky130_fd_sc_hd__mux2i_1,4
-- power by group through the flow --
stage / clock (mW) / sequential [mW] / combinational, mW
CTS: 0 / 0 / 0.0484
global route: 0 / 0 / 0.0547
finish: 0 / 0 / 0.0472
-- kinds of logic after synthesis --
group	count (synthesis)	synth area share [%]
adder cells (fa/ha/maj)	9	46.7
AND/OR/NAND/NOR	4	4.44
multiplexers	5	16.3
buffers and inverters	13	17.0
AND-OR/OR-AND	9	15.6
-- per-stage QoR --
step | instance area, µm² | hold slack, ps | power, mW
after floorplan | 338 | 2050 | 0.0232
after global placement | 529 | 2970 | 0.0465
after detailed placement | 529 | 2980 | 0.0478
after CTS | 529 | 2990 | 0.0484
after global routing | 529 | 3030 | 0.0547
final | 529 | 3000 | 0.0472
-- critical path, stage by stage --
cell and delay [ps]:
sky130_fd_sc_hd__clkdlybuf4s50_1 480, sky130_fd_sc_hd__inv_1 60, sky130_fd_sc_hd__ha_1 210, sky130_fd_sc_hd__fa_1 380
sky130_fd_sc_hd__fa_1 380, sky130_fd_sc_hd__fa_1 430, sky130_fd_sc_hd__inv_1 60, sky130_fd_sc_hd__mux2i_1 60
sky130_fd_sc_hd__o22ai_1 140, sky130_fd_sc_hd__clkdlybuf4s50_1 500
Power figures rest on the tool's default switching activity, not on a simulated workload.
